==> /design/flow/run.sh <==
#!/bin/bash
# OpenROAD 26Q1-2900-gdf79404cd8, Yosys 0.63+post, stock flow scripts
make -C /OpenROAD-flow-scripts/flow DESIGN_CONFIG=/design/flow/config.mk WORK_HOME=/design/flow/orfs finish
==> /design/flow/config.mk <==
export PLATFORM = sky130hd
export DESIGN_NAME = top_hello_vga
export DESIGN_NICKNAME = top_hello_vga
export VERILOG_FILES = /design/flow/design.v
export SDC_FILE = /design/flow/constraint.sdc
export NUM_CORES = 4
export LEC_CHECK = 1
export CORE_UTILIZATION = 40
==> /design/flow/constraint.sdc <==
current_design top_hello_vga

set clk_period 4.5
set clk_io_pct 0.2

create_clock -name clk0 -period $clk_period [get_ports {CLK100MHZ}]

set non_clock_inputs [all_inputs -no_clocks]
set_input_delay [expr $clk_period * $clk_io_pct] -clock clk0 $non_clock_inputs
set_output_delay [expr $clk_period * $clk_io_pct] -clock clk0 [all_outputs]
==> /design/flow/design.v <==
`timescale 1ns/1ps
module top_hello_vga (
    input  wire        CLK100MHZ,
    input  wire        CPU_RESETN,     
    output wire        VGA_HS,
    output wire        VGA_VS,
    output wire [3:0]  VGA_R,
    output wire [3:0]  VGA_G,
    output wire [3:0]  VGA_B
);
    reg [1:0] div4 = 2'd0;
    always @(posedge CLK100MHZ) div4 <= div4 + 2'd1;
    wire pix_ce = (div4 == 2'd0);
    localparam H_VISIBLE = 640, H_FP = 16, H_SYNC = 96, H_BP = 48, H_TOTAL = 800;
    localparam V_VISIBLE = 480, V_FP = 10, V_SYNC = 2,  V_BP = 33, V_TOTAL = 525;
    reg [9:0] hcnt = 10'd0;
    reg [9:0] vcnt = 10'd0;
    always @(posedge CLK100MHZ) if (pix_ce) begin
        if (hcnt == H_TOTAL-1) begin
            hcnt <= 10'd0;
            vcnt <= (vcnt == V_TOTAL-1) ? 10'd0 : vcnt + 10'd1;
        end else begin
            hcnt <= hcnt + 10'd1;
        end
    end
    wire h_active = (hcnt < H_VISIBLE);
    wire v_active = (vcnt < V_VISIBLE);
    wire active   = h_active & v_active;
    assign VGA_HS = ~((hcnt >= H_VISIBLE + H_FP) && (hcnt < H_VISIBLE + H_FP + H_SYNC));
    assign VGA_VS = ~((vcnt >= V_VISIBLE + V_FP) && (vcnt < V_VISIBLE + V_FP + V_SYNC));
    localparam integer STR_LEN = 12;
    wire [7:0] text [0:STR_LEN-1];
    assign text[ 0] = "H";
    assign text[ 1] = "E";
    assign text[ 2] = "L";
    assign text[ 3] = "L";
    assign text[ 4] = "O";
    assign text[ 5] = " ";
    assign text[ 6] = "W";
    assign text[ 7] = "O";
    assign text[ 8] = "R";
    assign text[ 9] = "L";
    assign text[10] = "D";
    assign text[11] = "!";
    localparam integer STR_W = STR_LEN * 8;
    localparam integer STR_H = 16;
    localparam integer X0 = (H_VISIBLE - STR_W) / 2;
    localparam integer Y0 = (V_VISIBLE - STR_H) / 2;
    wire in_box = active &&
                  (hcnt >= X0) && (hcnt < X0 + STR_W) &&
                  (vcnt >= Y0) && (vcnt < Y0 + STR_H);
    wire [9:0] x_rel = hcnt - X0;
    wire [9:0] y_rel = vcnt - Y0;
    wire [3:0] col_in_char  = x_rel[2:0];      
    wire [2:0] row_in_char8 = y_rel[3:1];      
    wire [7:0] curr_char    = text[x_rel / 8];
    wire [7:0] glyph_row_bits;
    function [7:0] font8;
        input [7:0] ch;
        input [2:0] row;
        begin
            font8 = 8'h00;
            if (ch=="H") case(row)
                3'd0: font8=8'h00; 3'd1: font8=8'h66; 3'd2: font8=8'h66; 3'd3: font8=8'h7E;
                3'd4: font8=8'h66; 3'd5: font8=8'h66; 3'd6: font8=8'h66; 3'd7: font8=8'h00;
            endcase
            else if (ch=="E") case(row)
                3'd0: font8=8'h7E; 3'd1: font8=8'h60; 3'd2: font8=8'h60; 3'd3: font8=8'h7C;
                3'd4: font8=8'h60; 3'd5: font8=8'h60; 3'd6: font8=8'h7E; 3'd7: font8=8'h00;
            endcase
            else if (ch=="L") case(row)
                3'd0: font8=8'h60; 3'd1: font8=8'h60; 3'd2: font8=8'h60; 3'd3: font8=8'h60;
                3'd4: font8=8'h60; 3'd5: font8=8'h60; 3'd6: font8=8'h7E; 3'd7: font8=8'h00;
            endcase
            else if (ch=="O") case(row)
                3'd0: font8=8'h3C; 3'd1: font8=8'h66; 3'd2: font8=8'h66; 3'd3: font8=8'h66;
                3'd4: font8=8'h66; 3'd5: font8=8'h66; 3'd6: font8=8'h3C; 3'd7: font8=8'h00;
            endcase
            else if (ch=="W") case(row)
                3'd0: font8=8'h63; 3'd1: font8=8'h63; 3'd2: font8=8'h6B; 3'd3: font8=8'h6B;
                3'd4: font8=8'h7F; 3'd5: font8=8'h7F; 3'd6: font8=8'h36; 3'd7: font8=8'h00;
            endcase
            else if (ch=="R") case(row)
                3'd0: font8=8'h7C; 3'd1: font8=8'h66; 3'd2: font8=8'h66; 3'd3: font8=8'h7C;
                3'd4: font8=8'h6C; 3'd5: font8=8'h66; 3'd6: font8=8'h66; 3'd7: font8=8'h00;
            endcase
            else if (ch=="D") case(row)
                3'd0: font8=8'h7C; 3'd1: font8=8'h66; 3'd2: font8=8'h66; 3'd3: font8=8'h66;
                3'd4: font8=8'h66; 3'd5: font8=8'h66; 3'd6: font8=8'h7C; 3'd7: font8=8'h00;
            endcase
            else if (ch=="!") case(row)
                3'd0: font8=8'h18; 3'd1: font8=8'h18; 3'd2: font8=8'h18; 3'd3: font8=8'h18;
                3'd4: font8=8'h18; 3'd5: font8=8'h00; 3'd6: font8=8'h18; 3'd7: font8=8'h00;
            endcase
            else if (ch==" ") font8 = 8'h00;
        end
    endfunction
    assign glyph_row_bits = font8(curr_char, row_in_char8[2:0]);
    wire bit_on = glyph_row_bits[7 - col_in_char];
    wire on = in_box && bit_on;
    assign VGA_R = on ? 4'hF : 4'h0;
    assign VGA_G = on ? 4'hF : 4'h0;
    assign VGA_B = on ? 4'hF : 4'h0;
endmodule
==> flow_metrics.env <==
# yosys + openroad results
export IMPL_lay_top_cells="25 x nor2_1, 22 x nand2_1, 20 x edfxtp_1"
export IMPL_irDropWorstVdd_mv=0.184
export IMPL_layout_top_cell="nor2_1"
export IMPL_drive_gt1_share_pct=8.23
export IMPL_reg2reg_setup_slack_ns=2.39
export IMPL_initCoreUtil_pct=41.7
export IMPL_critical_path_top_delay_family="AND-OR/OR-AND gates"
export IMPL_pin_count=16
export IMPL_rr_startpoint="vcnt[3]"
export IMPL_diodes=0
export IMPL_die_area_um2=5620
export IMPL_end_kind="primary output"
export IMPL_critPathSlowestCell="clkdlybuf4s50_1"
export IMPL_p_switching_uw=64.7
export IMPL_cts_buffers_inserted=3
export IMPL_yosys_area_um2=2130
export IMPL_hold_viol_final=0
export IMPL_io_buffer_count=14
export IMPL_cp_arrival_ns=3.31
export IMPL_min_from="div4[0]"
export IMPL_synthFlopType="edfxtp_1"
export IMPL_crit_buf_inv=3
export IMPL_dp_hpwl_um=3370
export IMPL_tightest_slew_ns=0.683
export IMPL_maxSlewHeadroom_pct=54.5
export IMPL_top_area_share_pct=28.2
export IMPL_core_area_um2=5110
export IMPL_vias=1782
export IMPL_grt_pass1_vias=1559
export IMPL_cts_num_sinks=22
export IMPL_synth_area_um2=2130
export IMPL_whs_endpoint="div4[0]"
export IMPL_grt_first_pass_wirelength_um=7680
export IMPL_cap_violations=0
export IMPL_cts_resized=0
export IMPL_syn_area_per_cell_um2=8.73
export IMPL_cts_root_buf="clkbuf_8"
export IMPL_grt_usage_pct=18.5
export IMPL_clk_pin_slew_ns=0.08
export IMPL_die_size_y_um=75.0
export IMPL_cts_tree="done"
export IMPL_cp_max_fo=12
export IMPL_final_util_pct=45.7
export IMPL_async_reset_ff_share_pct=0
export IMPL_finalSetupTns_ns=0
export IMPL_rsz0062_at_grt="no"
export IMPL_period_used_pct=93.6
export IMPL_yosysWarnings=1
export IMPL_synth_cell_types=49
export IMPL_p_per_area_nw_per_um2=173
export IMPL_dr_first_iter_drc_count=162
export IMPL_cp_depth=10
export IMPL_finalPower_uw=403
export IMPL_cts_buffer_depth=2
export IMPL_gp_congestion=0.950
export IMPL_p_seq_share_pct=54.4
export IMPL_outcome="completed"
export IMPL_final_cell_area_um2=2330
export IMPL_hold_buffers=0
export IMPL_fin_crit_ns=4.21
export IMPL_comb_power_share_pct=0
export IMPL_fin_worst_skew_ns=0.00390
export IMPL_ys_ff=22
export IMPL_clock_latency_ns=0.26
export IMPL_warnings=37
export IMPL_clkPwrFrac_pct=45.6
export IMPL_viasPerCell=5.69
export IMPL_overflow=0
export IMPL_hp_class="flip-flop to flip-flop"
export IMPL_r2r_end="vcnt[4]"
export IMPL_worstSetupStartpointType="flip-flop"
export IMPL_dpl_instance_area_um2=2240
export IMPL_antenna_found_initial=0
export IMPL_ys_seq_share_pct=30.1
export IMPL_path_class="flip-flop to primary output"
export IMPL_area_delta_synth_final_pct=9.45
export IMPL_p_leak_nw=0.774
export IMPL_rr_worst_depth=4
export IMPL_drt_wl_total_um=4640
export IMPL_cts_htree_levels=1
export IMPL_edf_count=20
export IMPL_cts_setup_buffers=0
export IMPL_whs_ns=0.392
export IMPL_die_w_um=75.0
export IMPL_wl_per_cell_um=14.8
export IMPL_path_cells="inv_1 > ha_2 > or3b_1 > a31oi_1 > nor3_1 > a221o_1 > a211o_1 > o32ai_1 > buf_4 > clkdlybuf4s50_1"
export IMPL_drv_slew=0
export IMPL_whs_path_depth=1
export IMPL_setup_viol=0
export IMPL_drtPass1Iterations=4
export IMPL_yosys_area_top_type="edfxtp_1"
export IMPL_num_rows=26
export IMPL_ys_cells=244
export IMPL_intPower_uw=338
export IMPL_slowest_delay_ns=0.47
export IMPL_postSynthCellCount=244
export IMPL_drcViolationCount=0
export IMPL_swShare_pct=16.1
export IMPL_critical_path_required_ns=3.60
export IMPL_grt_max_degree=25
export IMPL_ys_top_cells_by_area="edfxtp_1 28%, ha_1 10%, xnor2_1 4.5%"
export IMPL_ant_nets=0
export IMPL_max_freq_mhz=237
export IMPL_nFillCells=505
final cells by class:
cell class	count	area, µm²	share of cell area [%]
Multi-Input combinational cell	186	1310	56.0
Sequential cell	22	641	27.5
Timing Repair Buffer	19	181	7.78
Tap cell	70	87.6	3.76
Inverter	12	45.0	1.93
Clock buffer	3	41.3	1.77
Clock inverter	1	30.0	1.29
how the worst max path moves through the flow:
stage | from | to | slack, ns
after CTS | hcnt[4] | VGA_G[2] | 0.24
after global routing | vcnt[2] | VGA_G[1] | 0.03
final | hcnt[5] | VGA_G[2] | 0.29
worst reg2reg max path: cells and delay by family, from the launching register on:
kind | cells | cell delay, ns
flops | 1 | 0.80
simple gates | 3 | 0.71
fa+ha+maj | 1 | 0.35
power by group through the flow:
| stage | Combinational, mW | Clock (mW) | Sequential, mW |
|---|---|---|---|
| after CTS | 0.000000490 | 0.188 | 0.219 |
| after global routing | 0.000000490 | 0.194 | 0.219 |
| final | 0.000000490 | 0.184 | 0.219 |
Yosys cell counts, types with 6 or more instances:
library cell	number
buf_2	8
buf_4	12
edfxtp_1	20
ha_1	17
inv_1	12
nand2_1	22
nand2b_1	6
nand3_1	7
nand4_1	9
nor2_1	25
nor2b_1	6
nor3_1	6
nor4_1	6
o21ai_0	8
xnor2_1	11
metal layers:
layer / share of wire (%) / wire length (µm) / GRT usage, %
met2: 44 / 2020 / 26.1
met1: 48 / 2230 / 30.7
met3: 7.0 / 325 / 3.39
met4: 1.4 / 64 / 3.35
met5: 0 / 0 / 0
sequential cells by signal, indices dropped and copies added (netlist names):
register,cells
hcnt,10
vcnt,10
div4,2
stage by stage:
stage | setup WS, ns | instances
CTS | 0.240 | 313
floorplan | 0.570 | 244
detailed placement | 0.546 | 309
finish | 0.288 | 313
global route | 0.0262 | 313
global placement | 0.507 | 309
logic make-up after synthesis:
logic type,Yosys count,share of synthesized area [%]
compound gates,41,14.0
fa+ha+maj,17,9.98
flops,22,30.1
buf+inv,36,9.28
mux,5,2.41
simple gates,105,26.1
xor+xnor,18,8.10
Power and IR drop assume default switching activity.
